==> flow/design.v <==
`timescale 1ns / 1ps
module lcd_top(
    output reg LCD_RS,
    output reg LCD_RW,
    output reg LCD_E,
    output reg[7:0] DATA,
    input [7:0] DATA_IN,
    input trig,
    input clk
    );
    parameter str_len = 14;
    reg [31:0]count=0;
    reg [7:0]data;
    reg [str_len*8-1:0]string = "HELLO ZedBoard";
    reg [3:0]i = str_len-1;
    always @(posedge clk)begin  
        data<=DATA_IN;
        count <= count + 1;
        case(count)
             80 : begin LCD_RS <= 1'b0;  LCD_RW <= 1'b0;   LCD_E <= 1'b0;  end
             100: begin LCD_E <= 1'b0; LCD_RS <= 1'b0; end
             10000:   DATA <= 8'h0x30;       
             10100:      LCD_E <= 1'b1;
             10300:      LCD_E <= 1'b0; 
             12000:   DATA <= 8'h0x30;       
             12100:      LCD_E <= 1'b1;
             12300:      LCD_E <= 1'b0; 
             14000:   DATA <= 8'h0x30;       
             14100:      LCD_E <= 1'b1;
             14300:      LCD_E <= 1'b0; 
             14000:   DATA <= 8'h0x38;       
             20100:      LCD_E <= 1'b1;
             20300:      LCD_E <= 1'b0;      
             40000:  DATA <= 8'h0x0E;        
             40100:      LCD_E <= 1'b1;
             40300:      LCD_E <= 1'b0;      
             60000:  DATA <= 8'h0x06;        
             60100:      LCD_E <= 1'b1;
             60300:      LCD_E <= 1'b0;      
             80000:  begin LCD_RS = 1'b1;  DATA = string[8*i +: 7]; end   
             80100:      LCD_E <= 1'b1;
             80300:      begin    LCD_E <= 1'b0; i = i-1; end
             100000: begin LCD_RS = 1'b1; DATA = string[8*i +: 7];end
             100100:      LCD_E <= 1'b1;
             100300:      begin    LCD_E <= 1'b0; i = i-1; end
             120000:  begin LCD_RS = 1'b1;  DATA = string[8*i +: 7]; end 
             120100:      LCD_E <= 1'b1;
             120300:      begin    LCD_E <= 1'b0; i = i-1; end
             140000:  begin LCD_RS = 1'b1;  DATA = string[8*i +: 7];end 
             140100:      LCD_E <= 1'b1;
             140300:      begin    LCD_E <= 1'b0; i = i-1; end
             160000:  begin LCD_RS = 1'b1;  DATA = string[8*i +: 7];end  
             160100:      LCD_E <= 1'b1;
             160300:      begin    LCD_E <= 1'b0; i = i-1; end
             200000:  begin LCD_RS = 1'b1; DATA = string[8*i +: 7]; end  
             200100:      LCD_E <= 1'b1;
             200300:      begin    LCD_E <= 1'b0; i = i-1; end
             220000:    begin LCD_RS = 1'b1; DATA = string[8*i +: 7]; end
             220100:      LCD_E <= 1'b1;
             220300:      begin    LCD_E <= 1'b0; i = i-1; end
             240000:    begin LCD_RS = 1'b1; DATA = string[8*i +: 7]; end
             240100:      LCD_E <= 1'b1;
             240300:      begin    LCD_E <= 1'b0; i = i-1; end
             260000:    begin LCD_RS = 1'b1;  DATA = string[8*i +: 7]; end
             260100:      LCD_E <= 1'b1;
             260300:      begin    LCD_E <= 1'b0; i = i-1; end
             280000:    begin LCD_RS = 1'b1;  DATA = string[8*i +: 7]; end
             280100:      LCD_E <= 1'b1;
             280300:      begin    LCD_E <= 1'b0; i = i-1; end
             300000:    begin LCD_RS = 1'b1;  DATA = string[8*i +: 7]; end
             300100:      LCD_E <= 1'b1;
             300300:      begin    LCD_E <= 1'b0; i = i-1; end
             320000:    begin LCD_RS = 1'b1;  DATA = string[8*i +: 7]; end
             320100:      LCD_E <= 1'b1;
             320300:      begin    LCD_E <= 1'b0; i = i-1; end
             340000:    begin LCD_RS = 1'b1;  DATA = string[8*i +: 7]; end
             340100:      LCD_E <= 1'b1;
             340300:      begin    LCD_E <= 1'b0; i = i-1; end
             360000:    begin LCD_RS = 1'b1;  DATA = string[8*i +: 7]; end
             360100:      LCD_E <= 1'b1;
             360300:      begin    LCD_E <= 1'b0; i = i-1; end
             3000000:  begin LCD_RS = 1'b0; DATA <= 8'h0x01; i <= str_len-1; end   
             3000100:      LCD_E <= 1'b1;
             3000300:      LCD_E <= 1'b0;
              default: ;         
        endcase
        if (count > 3200000) count<= 70000;
    end
endmodule
==> flow/run.sh <==
#!/bin/bash
# OpenROAD 26Q1-2900-gdf79404cd8, Yosys 0.63+post, stock flow scripts
make -C /OpenROAD-flow-scripts/flow DESIGN_CONFIG=/design/flow/config.mk WORK_HOME=/design/flow/orfs finish
==> flow/config.mk <==
export PLATFORM = sky130hd
export DESIGN_NAME = lcd_top
export DESIGN_NICKNAME = lcd_top
export VERILOG_FILES = /design/flow/design.v
export SDC_FILE = /design/flow/constraint.sdc
export NUM_CORES = 4
export LEC_CHECK = 1
export CORE_UTILIZATION = 30
==> flow/constraint.sdc <==
current_design lcd_top

set clk_period 5.9
set clk_io_pct 0.2

create_clock -name clk0 -period $clk_period [get_ports {clk}]

set non_clock_inputs [all_inputs -no_clocks]
set_input_delay [expr $clk_period * $clk_io_pct] -clock clk0 $non_clock_inputs
set_output_delay [expr $clk_period * $clk_io_pct] -clock clk0 [all_outputs]
==> metrics.yaml <==
dr.pass1.iters: 5
design_area_um2: 3540
n_fill_cell: 1078
whs_ns: 0.494
die_x_um: 106
ys_types: 68
critPathMaxStageDelay_ns: 0.81
edf_count: 13
cp.arrival_ns: 2.89
fin_crit_sh_pct: 49.4
synthArstFlopShare_pct: 0
yosysTopAreaCell: "dfxtp_1"
worstPathMaxFanout: 16
tightest_slew_ns: 0.881
cts_tree: "done"
cts_buffer_depth: 2
ant_nets: 0
yosysChipArea_um2: 3250
top_cell: "nor2_1"
postCtsSetupBuffers: 0
clk_pin_slew_ns: 0.09
cts.sinks: 45
met1_usage_pct: 26.1
crit_chain: "nor4b_2 -> nand3_1 -> a31oi_1 -> o21ai_1 -> a31oi_4 -> nand3b_1"
numCtsBuffers: 5
topCellsByArea: "dfxtp_1 20%, edfxtp_1 12%, nand3_1 4.9%, nor2_1 4.5%, nand2_1 4.2%"
row_count: 37
setup.worst_path.start_class: "flop"
slew_viol_final: 0
drt_iter0_markers: 201
setup_tns_ns: 0
post-dp-hpwl_um: 6440
ys_cells: 392
syn_inst: 392
wirelength_um: 8840
die_h_um: 106
grt_pass1_wl_um: 14400
placed_area_um2: 3440
first_global_vias: 2687
portBuffers: 9
drive_gt1_share_pct: 7.11
h-tree-depth: 2
syn_area_um2: 3250
yosys-top-cells-count: "39 x nor2_1, 36 x nand2_1, 32 x dfxtp_1, 32 x nand3_1, 18 x nand4_1"
critPathKind: "reg -> reg"
setup_viol: 0
drcViolationCount: 0
grt_setup_unrepaired: "false"
fin_skew_ns: 0.00804
irDropWorstVdd_v: 0.0000788
warning_count: 40
cap_violations: 0
use_met2_pct: 24.6
grt_start_max_net_pins: 23
ys_seq_share_pct: 31.7
instances_no_fill: 530
ys.warnings.count: 1
dp.cells: 522
place_congestion: 0.967
worstSetupEndpointType: "flop"
wl_per_cell_um: 16.7
finalPower_mw: 0.526
n_antenna_cell: 0
holdPathStages: 1
r2r_cells: 6
top_area_share_pct: 19.7
cts_resized: 0
grtUsageMet3_pct: 1.56
insertion_delay_ns: 0.30
core_area_um2: 10400
layout.area.comb_um2: 2100
cp_slowest_cell: "nor4b_2"
slew_headroom_pct: 41.1
hold_violations: 0
crit_required_ns: 5.87
yosys_register_bits: 45
outcome: "complete, no violations"
initial_core_util_pct: 31.2
p_leak_nw: 1.08
fmax_mhz: 343
grt-busiest-layer: "met1"
ff_latch_area_um2: 1030
syn2layout_area_growth_pct: 8.86
cts_hold_buf: 0
power_density_nw_per_um2: 149
vias_per_cell: 5.58
num_io_pins: 21
chipArea_um2: 11300
syn_area_per_cell_um2: 8.29
antenna_found_initial: 0
hold_path_class: "reg -> reg"
cts_root_buf: "clkbuf_8"
fin_crit_ns: 2.92
flop_cell: "dfxtp_1"
grt-ovfl-total: 0
grtUsageTotal_pct: 16.7
dr_total_vias: 2956
## stage by stage
stage               util, %  setup slack [ns]
CTS                    34.0              3.06
global route           34.0              2.81
finish                 34.0              2.98
floorplan                 -              3.66
detailed placement     33.0              3.08
global placement       33.0              3.03
## layout by cell type (no fill, tap or decap), types with 10 or more instances in the layout
cell type  instances
nand2_1           36
nor2_1            39
nand4_1           18
nand3_1           32
nand2b_1          15
dfxtp_1           32
xor2_1            12
conb_1            12
edfxtp_1          13
a21oi_1           10
## path summary, 6_finish.rpt
kind,start,to,slack [ns]
max reg2reg,count[7]$_SDFF_PN0_,DATA[3]$_DFFE_PP_,2.98
max,count[7]$_SDFF_PN0_,DATA[3]$_DFFE_PP_,2.98
min reg2reg,count[0]$_SDFF_PN0_,count[0]$_SDFF_PN0_,0.49
min,count[0]$_SDFF_PN0_,count[0]$_SDFF_PN0_,0.49
## area by class of cell
| cell class | instances | share of cell area, % |
|---|---|---|
| inverters | 7 | 0.743 |
| multi-input cells | 322 | 59.4 |
| flip-flops and latches | 45 | 29.1 |
| clock inverters | 2 | 0.389 |
| well taps | 136 | 4.81 |
| clock buffers | 6 | 2.33 |
| repair buffers | 12 | 3.18 |
## metal layers
metal / share of wire (%) / vias to the layer above
met5: 0 / -
met4: 3.7 / 0
met3: 5.1 / 24
met2: 43 / 110
met1: 49 / 1370
li1: - / 1452
## worst max-delay path, delay by kind of cell (launching register included)
kind               cells  cell delay, ns
AOI/OAI and AO/OA      3            0.60
and+or+nand+nor        3            1.31
DFF                    1            0.68
## power breakdown
part,switching (mW),total (mW),internal (mW)
sequential,0.000842,0.320,0.319
combinational,0.00107,0.00139,0.000311
clock,0.109,0.204,0.0951
## sequential cells by signal, summed over array words and instances (netlist names)
register,cells
DATA,7
LCD_RS,1
count,32
i,4
LCD_E,1
## cell families (layout without fill, tap and decap cells)
group                      count (synthesis)  in the layout  share of synthesized area [%]
AOI/OAI and AO/OA                         62             62                           13.7
xor gates and xnor gates                  20             20                           5.39
adders and majority gates                  8              8                           3.08
buffers and inverters                     36             27                           4.89
DFF                                       45             45                           31.7
muxes                                      2              2                          0.693
other                                      1             12                          0.115
and+or+nand+nor                          218            218                           40.4
Power is estimated from default activity; no workload was simulated.
